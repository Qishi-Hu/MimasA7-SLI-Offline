===== flow/config.mk =====
export PLATFORM = sky130hd
export DESIGN_NAME = clk_selector
export DESIGN_NICKNAME = clk_selector
export VERILOG_FILES = /design/flow/design.v
export SDC_FILE = /design/flow/constraint.sdc
export NUM_CORES = 4
export LEC_CHECK = 1
export CORE_AREA = 10 10 77 77
export DIE_AREA = 0 0 87 87

===== flow/design.v =====
`timescale 1ns / 1ps
module clk_selector (
    input rx, tmds_clk,
    input hdmi_clk, hdmi_clk1, hdmi_clk5, vsync,
    input clk75, clk375,    
    output sel,oclk, oclk1, oclk5
);
    reg s= 1'b0; reg L = 1'b0; reg H = 1'b0;
    reg [27:0] count = 0;   
    reg [21:0] cnt =0;
    always@(posedge tmds_clk) begin
        cnt<=cnt+1'b1;
    end
    assign sel =cnt[21];
endmodule

===== flow/run.sh =====
#!/bin/bash
# OpenROAD 26Q1-2900-gdf79404cd8, Yosys 0.63+post, stock flow scripts
make -C /OpenROAD-flow-scripts/flow DESIGN_CONFIG=/design/flow/config.mk WORK_HOME=/design/flow/orfs finish

===== flow/constraint.sdc =====
current_design clk_selector

set clk_period 3.0
set clk_io_pct 0.2

create_clock -name clk0 -period $clk_period [get_ports {tmds_clk}]

set non_clock_inputs [all_inputs -no_clocks]
set_input_delay [expr $clk_period * $clk_io_pct] -clock clk0 $non_clock_inputs
set_output_delay [expr $clk_period * $clk_io_pct] -clock clk0 [all_outputs]

==> results.py <==
# Synthesis and PnR figures
metrics = {
    "floorplan": {
        "die-area_sq_um": 7570,
        "rows": 24,
        "die_y_um": 87,
        "fp.dieW_um": 87,
        "coreArea_sq_um": 4350,
        "fp_util_pct": 20.2,
        "pin_count": 12,
    },
    "clocking": {
        "cts-htree-levels": 1,
        "cts_root_buffer": "clkbuf_8",
        "numCtsBuffers": 3,
        "clkLatencyLatePin_ns": 0.25,
        "post-cts-setup-buffer-count": 0,
        "clock_path_buffers": 2,
        "cts_hold_buf": 0,
        "cts.sinks": 22,
        "clkTransAtPathRegs_ns": 0.07,
        "cts_resized": 0,
        "cts_tree": "done",
    },
    "logic_synthesis": {
        "async_flop_share_pct": 0,
        "top_area_share_pct": 50.1,
        "syn_area_sq_um": 878,
        "edf_count": 0,
        "yosysWarningCount": 4,
        "ys_types": 20,
        "ys_area_sq_um": 878,
        "synth_top_cell_by_area": "dfxtp_1",
        "syn_inst": 81,
        "avgSynthCellArea_sq_um": 10.8,
        "ys_top_cells_by_area": "dfxtp_1, xnor2_1, xor2_1",
        "ff_type": "dfxtp_1",
        "synth_stat.cells": 81,
        "ys_seq_share_pct": 50.1,
        "ys.flops": 22,
    },
    "global_routing": {
        "antenna_found_initial": 0,
        "grt_pass1_wl_um": 2300,
        "track_usage_pct": 3.54,
        "grt_start_max_net_pins": 13,
        "first_global_vias": 561,
        "grt_overflow": 0,
    },
    "worst_setup_path": {
        "critPathMaxFanout": 2,
        "crit_path_end_kind": "output pin",
        "crit_buf_inv": 1,
        "critPathArrivalTime_ns": 1.07,
        "cp-start-kind": "register",
        "crit_chain": "clkdlybuf4s50_1",
        "critPathLaunch": "cnt[21]",
        "cpLargestDelayFamily": "buffers and inverters",
        "reg2reg_from": "cnt[0]",
        "rrSetupSlack_ns": 1.48,
        "cp_data_required_time_ns": 2.40,
        "crit_path_max_incr_delay_ns": 0.47,
        "cp_slowest_cell": "clkdlybuf4s50_1",
        "crit_type": "register to output pin",
    },
    "timing": {
        "drv_slew": 0,
        "hold_ws_ns": 0.433,
        "hold_violations": 0,
        "final.period_utilization_pct": 55.6,
        "fmax_mhz": 600,
        "setup_violations": 0,
        "rsz0062_at_grt": "false",
        "period_needed_ns": 1.67,
        "setup_tns_ns": 0,
        "clock_skew_ns": 0.000861,
    },
    "hold_path": {
        "hp-start": "cnt[0]",
        "hp-class": "register to register",
    },
    "drt": {
        "n_antenna_cell": 0,
        "ant_nets": 0,
        "post_drt_wl_per_cell_um": 8.61,
        "vias": 501,
        "drt_iter0_drc": 11,
        "routed_wl_um": 1180,
        "first_pass_iters": 3,
        "drc_errors": 0,
        "via_per_inst": 3.66,
    },
    "cells_and_area": {
        "reg.largest.list": "cnt: 22 flops",
        "fin_util_pct": 22.8,
        "syn2layout_area_growth_pct": 13.1,
        "stdcell_count": 137,
        "lay_top_count": "dfxtp_1",
        "lay_top_cells": "dfxtp_1, xnor2_1, xor2_1",
        "largest_register_ffs": 22,
        "regMostFlops": "cnt",
        "fill_cells": 448,
        "drive_gt1_share_pct": 10.6,
    },
    "place": {
        "dp_cells": 133,
        "gp_congestion": 0.808,
        "place_hpwl_um": 872,
        "portBuffers": 1,
    },
    "power": {
        "power_leakage_nw": 0.396,
        "peakVddDrop_mv": 0.299,
        "powerDensity_nw_per_um2": 499,
    },
    "run_status": {
        "outcome": "completed",
    },
    "flow_run": {
        "warning_count": 32,
        "drv_cap": 0,
    },
}
cell usage after synthesis, drive strengths merged (2+ instances only):
library cell and number:
dfxtp 22, xnor2 10, xor2 10, nand3 8
nand2 7, and3 4, nand4 4, nor2 4
buf 3, nor4 3, nor3 2
final cells by class:
cell class	instances	area [sq um]	share of cell area, %
flip-flops and latches	22	440	44.3
well taps	52	65.1	6.55
inverters	1	3.75	0.378
multi-input cells	57	419	42.2
clock buffers	4	55.1	5.54
repair buffers	1	10.0	1.01
power breakdown:
| part | switching [W] | internal [W] |
|---|---|---|
| clock network | 0.0000873 | 0.000117 |
| logic | 0.000000225 | 0 |
| registers | 0 | 0.000292 |
worst paths after layout:
check / end / depth (start not counted)
max reg2reg: cnt[16] / 5
max: sel / 1
min: cnt[0] / 1
min reg2reg: cnt[0] / 1
metrics by stage:
stage,instance area (sq um),worst slack (ns),power [W]
6_report,993,1.33,0.000496
4_1_cts,993,1.31,0.000501
3_5_place_dp,938,1.47,0.000299
3_3_place_gp,938,1.50,0.000299
2_1_floorplan,886,1.67,0.000301
5_1_grt,993,1.24,0.000518
cells by family after synthesis:
family | Yosys count | synth area share (%)
adder cells (fa/ha/maj) | 1 | 1.42
other | 1 | 0.427
XOR/XNOR | 20 | 19.9
buffers and inverters | 4 | 2.99
flip-flops | 22 | 50.1
AND/OR/NAND/NOR | 33 | 25.1
layer usage:
layer / GRT usage [%] / part of all wire [%] / up-vias
met5: 0 / 0 / -
met4: 0.442 / 0 / 0
met3: 1.60 / 5.2 / 0
met2: 5.80 / 42 / 4
met1: 4.28 / 53 / 222
li1: - / - / 275
Power and IR drop assume default switching activity.
